==> design.v <==
module contador(input wire clk, reset,enable,loads,
                input wire [11:0]LOAD,
                output reg[11:0]CB);
  always @ (posedge clk, posedge reset ) begin  
  if (reset) begin  
    CB <= 12'b0;
  end
  else if (loads)begin  
  CB <= LOAD;
end
else  
  if (enable) begin
  CB <= CB + 1;
  end
end
endmodule
module ROM (input wire [11:0]Addres,  
  output wire [7:0]DATO);  
  reg [7:0] MEM[0:4095];  
  initial begin          
    $readmemb("Lista.list", MEM); 
  end
  assign DATO = MEM[Addres];  
endmodule  
module ALUU(input wire [3:0]A,B,
            input wire [2:0]SEL,
            output reg [3:0]Sal);
  always @ (A,B,SEL) begin  
    case (SEL)             
        3'b000: Sal <= A & B ;  
        3'b001: Sal <= A | B ;  
        3'b010: Sal <= A + B ;  
        3'b011: Sal <= Sal ;  
        3'b100: Sal <= A & (~B) ; 
        3'b101: Sal <= A | (~B) ; 
        3'b110: Sal <= A - B ; 
        3'b111: Sal <= (A < B) ? 1:0 ; 
      default: Sal <= 4'b0000 ; 
    endcase
  end
endmodule
==> Lista.list <==
//Memoria de Fong solo de Fong
1010_0000 //Address i.e 8h00
1111_0001 //Address i.e 8h01
0001_1110 //Address i.e 8h02
1000_1010 //Address i.e 8h03
0100_0001 //Address i.e 8h04
0001_1000 //Address i.e 8h05
0010_0100 //Address i.e 8h06
0000_0001 //Address i.e 8h07
1111_1111 //Address i.e 8h08
1010_1010 //Address i.e 8h09
1000_1111 //Address i.e 8h10
0010_0010 //Address i.e 8h11
0000_1000 //Address i.e 8h12
1110_0000 //Address i.e 8h13
1100_0011 //Address i.e 8h14
1100_0010 //Address i.e 8h15
1100_0100 //Address i.e 8h16
0110_0000
0101_1000
==> run.sh <==
#!/bin/bash
# OpenROAD 26Q1-2900-gdf79404cd8, Yosys 0.63+post, stock flow scripts
make -C /OpenROAD-flow-scripts/flow DESIGN_CONFIG=/design/flow/config.mk WORK_HOME=/design/flow/orfs finish
==> config.mk <==
export PLATFORM = sky130hd
export DESIGN_NAME = contador
export DESIGN_NICKNAME = contador
export VERILOG_FILES = /design/flow/design.v
export SDC_FILE = /design/flow/constraint.sdc
export NUM_CORES = 4
export LEC_CHECK = 1
export CORE_AREA = 10 10 81 81
export DIE_AREA = 0 0 91 91
==> constraint.sdc <==
current_design contador

set clk_period 1.8
set clk_io_pct 0.2

create_clock -name clk0 -period $clk_period [get_ports {clk}]

set non_clock_inputs [all_inputs -no_clocks]
set_input_delay [expr $clk_period * $clk_io_pct] -clock clk0 $non_clock_inputs
set_output_delay [expr $clk_period * $clk_io_pct] -clock clk0 [all_outputs]
==> deck_impl_summary.md <==
Synthesis and Place & Route Summary

Status
  – Outcome: finished clean

Power and ir drop
  – Leakage power total: 0.436 nW
  – VDD IR max: 248 uV
  – Pwr/cell area: 713 nW/um2

Drt
  – Detail-routed net length per standard cell: 11.8 um
  – Drt first-iter violations: 38
  – Residual DRC: 0
  – Antenna Nets Post-Route: 0
  – Vias per inst: 3.81
  – DR vias: 679
  – WL final: 2100 um
  – First-pass DRT Iterations: 3
  – Ant. Diodes: 0

Setup path
  – Worst path cell trace: clkdlybuf4s50_1 -> nand3_1 -> or4_1 -> a31oi_1
  – CP top delay family: simple AND/OR/NAND/NOR gates
  – Slowest cell delay on critical path: 0.59 ns
  – Crit path DRT: 1.97 ns
  – Startpoint Class: input pin
  – CP Buf/Inv Count: 1
  – Crit end category: flip-flop
  – Maximum net fanout on the critical path: 6
  – CP max stage cell: clkdlybuf4s50_1
  – Critical path class: in -> reg
  – CP arrival: 1.82 ns

Clocking
  – Reg clk slew, reported paths: 0.05 ns
  – H-tree depth: 1
  – Clock tree buffer depth: 2
  – Resized Gates After CTS: 0
  – TritonCTS clock tree: built
  – Clk sinks: 12
  – Number of hold buffers added after CTS: 0
  – Root Driver: clkbuf_8
  – Postcts setup bufs: 0
  – CTS Buf Count: 3
  – Worst-Skew Late Latency: 0.24 ns

GRT
  – GRT overflow: 0
  – First-pass GRT wire length: 3480 um
  – Number of global-route vias before repair: 708
  – Largest net degree at the start of global routing: 16
  – Antenna violations before repair: 0
  – Gr usage total: 0.0502

STA
  – Min cycle time layout: 1.66 ns
  – Fmax: 603 MHz
  – Tcrit/Tclk final: 0.922
  – Slew Limit Fails: 0
  – Relative slew margins: 0.683
  – Count of final setup violators: 0
  – Setup ws final: 0.140 ns
  – Slew @ Worst Pin: 0.475 ns
  – RSZ-0062 raised after global routing: no
  – Setup Skew: 0.00395 ns
  – Final Hold Viols: 0

Synthesis
  – Chip Area, Yosys: 711 um2
  – Synth cell types: 25
  – Synth Flop Type: dfrtp_1
  – Post-synth ARST share: 1.00
  – Post-synth seq share: 0.423
  – Synth Cell Area: 711 um2
  – Yosys cell count: 76
  – Ys Warns: 1
  – Mean post-synth cell area: 9.35 um2
  – Synthesized instance count: 76
  – #FFs+latches synth: 12
  – Post-synth EDFFs: 0

Finish
  – Largest registers: CB x12
  – Largest register FFs: 12
  – Layout Area Growth over Synthesis: 62.9%
  – Logic area: 384 um2
  – Top reg by flops: CB
  – Register area: 300 um2
  – FILL cells: 538
  – Final cell count without fillers: 178
  – Layout cells sized above 1: 0.135

Placement
  – Setup WS pre-CTS: -0.118 ns
  – RD Place Congestion: 0.757
  – Dpl cells: 174
  – Port Buffers: 27
  – Final HPWL DP: 1670 um

Floorplanning
  – FP Rows: 25
  – Fp_density: 0.148
  – Die area: 8280 um2
  – Ports: 28
  – Core area: 4820 um2
  – Die width: 91 um
  – Die Ht: 91 um

Job
  – OpenROAD warning count: 25
  – Max_cap viols: 0

Min path
  – Hold crit path type: in -> async
-- cells in the final DEF, fill, tap and decap left out, types with 2 or more instances in the layout --
cell	count
nand4_4	2
o211ai_1	3
clkdlybuf4s50_1	27
or4_1	5
nand3_1	8
dfrtp_1	12
inv_1	3
buf_4	7
o31ai_1	2
nand2_1	11
clkbuf_8	4
a31oi_1	2
o21ai_0	7
xor2_1	3
nor2_1	3
nor2b_1	2
-- per-stage QoR --
| step | area (um2) | hold slack, ns | util | TNS [ns] | total power (W) |
|---|---|---|---|---|---|
| floorplan | 711 | 0.225 | - | 0 | 0.000413 |
| global placement | 1100 | 0.572 | 0.229 | -0.370 | 0.000543 |
| detailed placement | 1100 | 0.576 | 0.229 | -0.421 | 0.000541 |
| CTS | 1160 | 0.445 | 0.240 | 0 | 0.000835 |
| global route | 1160 | 0.477 | 0.240 | 0 | 0.000880 |
| finish | 1160 | 0.432 | 0.240 | 0 | 0.000826 |
-- power by group --
part / total, W / switching, W / internal, W
sequential: 0.000348 / 0.0000479 / 0.000300
combinational: 0.000185 / 0.0000624 / 0.000123
clock: 0.000292 / 0.0000991 / 0.000193
total: 0.000826 / 0.000209 / 0.000616
-- final timing paths --
kind | depth (start not counted) | slack [ns] | endpoint | from
min in group clk0 | 2 | 0.59 | CB[11]$_DFFE_PP0P_ | CB[11]$_DFFE_PP0P_
hold / removal | 2 | 0.43 | CB[5]$_DFFE_PP0P_ | reset
setup / recovery | 4 | 0.14 | CB[8]$_DFFE_PP0P_ | enable
setup reg to reg | 4 | 0.20 | CB[8]$_DFFE_PP0P_ | CB[0]$_DFFE_PP0P_
max in group asynchronous | 2 | 1.04 | CB[2]$_DFFE_PP0P_ | reset
hold reg to reg | 2 | 0.59 | CB[11]$_DFFE_PP0P_ | CB[11]$_DFFE_PP0P_
-- Yosys cell counts (2+ instances only) --
library cell	instances	area, um2
xor2_1	3	26.3
clkbuf_1	2	7.51
nand3_1	8	40.0
inv_1	3	11.3
nand4_4	2	42.5
dfrtp_1	12	300
o31ai_1	2	15.0
a31oi_1	2	12.5
nor2_1	3	11.3
o21ai_0	7	35.0
nand2_1	11	41.3
nor2b_1	2	12.5
or4_1	5	37.5
o211ai_1	3	22.5
-- cell type report --
type                    instances  share of cell area
multi-input cells              58               0.332
repair buffers                 34               0.279
flip-flops and latches         12               0.259
well taps                      67              0.0724
clock buffers                   4              0.0476
inverters                       3             0.00973
-- cell families (layout without fill, tap and decap cells) --
kind of cell	Yosys count	after routing	synth area share
mux	1	1	0.0141
fa+ha+maj	1	1	0.0176
simple gates	36	36	0.317
flops	12	12	0.423
buf+inv	6	41	0.0370
xor+xnor	4	4	0.0493
compound gates	16	16	0.143
-- metal layers --
metal / vias up / global-route usage / routed length [um]
met1: 307 / 0.0662 / 991
met5: - / 0 / 0
met3: 2 / 0.0216 / 161
met2: 18 / 0.0764 / 910
li1: 352 / - / -
met4: 0 / 0.00783 / 34
Power and IR drop assume default switching activity.
